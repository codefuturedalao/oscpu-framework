$ cat flow/config.mk
export PLATFORM = sky130hd
export DESIGN_NAME = singlePortRam
export DESIGN_NICKNAME = singlePortRam
export VERILOG_FILES = /design/flow/design.v
export SDC_FILE = /design/flow/constraint.sdc
export NUM_CORES = 4
export LEC_CHECK = 1
export CORE_UTILIZATION = 50
$ cat flow/constraint.sdc
current_design singlePortRam

set clk_period 73.6
set clk_io_pct 0.2

create_clock -name clk0 -period $clk_period [get_ports {clk}]

set non_clock_inputs [all_inputs -no_clocks]
set_input_delay [expr $clk_period * $clk_io_pct] -clock clk0 $non_clock_inputs
set_output_delay [expr $clk_period * $clk_io_pct] -clock clk0 [all_outputs]
$ cat flow/design.v
`timescale 1ns / 1ps
module singlePortRam #(
	parameter REG_WIDTH = 64,
	parameter REG_DEPTH = 64
)
(
	input wire clk,
	input wire rst,
	input wire [$clog2(REG_DEPTH) - 1 : 0] addr,
	input wire cs_n,
	input wire we,
	input wire [REG_WIDTH - 1 : 0] din,
	output wire [REG_WIDTH - 1 : 0] dout
);
	reg [REG_WIDTH - 1 : 0] dout_r;	
	assign dout = dout_r;
	reg [REG_WIDTH - 1 : 0] ram [REG_DEPTH - 1 : 0];
	always
		@(posedge clk) begin
			if(rst == 1'b1) begin
				for(integer i = 0; i < REG_DEPTH; i = i + 1) begin
					ram[i] = {REG_WIDTH{1'b0}};
				end 	
			end
			else if(~cs_n & we) begin
					ram[addr] <= din;
			end
		end
	always
		@(posedge clk) begin
			if(rst == 1'b1) begin
				dout_r <= {REG_WIDTH{1'b0}};
			end
			else if(~cs_n & we == 1'b0) begin
				dout_r <= ram[addr];
			end
		end
endmodule
$ cat flow/run.sh
#!/bin/bash
# OpenROAD 26Q1-2900-gdf79404cd8, Yosys 0.63+post, stock flow scripts
make -C /OpenROAD-flow-scripts/flow DESIGN_CONFIG=/design/flow/config.mk WORK_HOME=/design/flow/orfs finish
==> metrics.yaml <==
final_period_minus_worst_setup_slack_ps: 19580
cp.required_ps: 74530
hold-worst-slack_ps: 531
synth_sequential_area_ratio: 0.660
area_growth_pct: 11.8
routed-via-count: 126565
first_global_vias: 129471
cts_setup_buffers: 0
hold_depth: 2
end_of_the_worst_register_to_register_path: "dout_r[5]"
yosysTopAreaCell: "edfxtp_1"
powerDensity_mw_per_mm2: 25.8
maxSlewViolCount: 4
max_freq_mhz: 51.1
worst_slack_ps: 54020
largest_net_degree_at_the_start_of_global_routing: 72
total_count_of_hold_check_failures_in_the_final_report: 0
r2r_start: "ram[38][5]"
finalNonFillerCells: 18815
postLayoutCoreUtil: 0.561
rrSetupSlack_ps: 70530
setup.worst_path.class: "input port to flip-flop"
postCtsResizedCells: 0
drc: 0
first_pass_grt_wire_length_um: 1110000
drv.max_cap_violation_count: 1
crit_path_end_kind: "flip-flop"
cp_max_fo: 39
synthDominantCellAreaShare: 0.653
gr-usage-all-layers: 0.484
cellLeakagePower_nw: 73.0
numPortBuffers: 137
warning_total_across_the_stage_logs: 29
post-place-ws_ps: 53160
cts_tree: "yes"
place.detailed.instances: 17791
clk_root_buf: "clkbuf_16"
clkSlewWorstSetupHoldPaths_ps: 60
worst_slew_pin_slew_ps: 1880
final_weighted_congestion_of_routability_driven_global_placement: 0.991
clk_path_buf_depth: 4
relSlewSlack: -0.269
yosysChipArea_mm2: 0.188
setup_repair_after_global_routing_missed_its_margin: "false"
fp.dieArea_mm2: 0.379
cts_sinks: 4160
cts_htree_levels: 5
ys_ff: 4160
status: "finished, violations left"
timing.final.setup_violations: 0
finalClockPeriodUsage: 0.266
number_of_cells_in_the_yosys_synthesis_report: 13438
fp.coreArea_mm2: 0.375
failed_checks: "capacitance limit, slew limit"
clock_latency_on_the_worst_skew_pair_ps: 1070
synth.avg_cell_area_um2: 14.0
ys_warn_count: 1
hold_end: "dout_r[24]"
grt_antenna_before_repair: 121
dpl-instance-area_mm2: 0.196
die_w_um: 616
post_route_cells_drive_above_1_share: 0.161
setup_tns_ps: 0
ir_drop_mv: 0.0241
commonest_cells_in_the_synthesized_netlist: "and2_1 (4105), edfxtp_1 (4096), clkbuf_1 (934)"
hold_path_class: "flip-flop to flip-flop"
cts_inserted_buffers: 445
antenna_left: 0
wl_per_instance_um: 43.9
count_of_boundary_i_o_pins: 138
crit_arrival_ps: 20510
initial_core_util: 0.502
postSynthCellCount: 13438
standard_cell_row_count: 225
syn_area_mm2: 0.188
fp.dieH_um: 616
setup.worst_path.start_class: "input port"
totalPowerFinal_mw: 5.43
grt_remaining_overflow: 0
worst_r2r_path_depth: 6
firstDrtPassIters: 8
holdCritStartpoint: "dout_r[24]"
drt-initial-drc-count: 11244
post_synth_num_cell_types: 79
fin_worst_skew_ps: 72.8
netlist_top_cells_area: "edfxtp_1 (65%), and2_1 (14%), mux4_2 (3.3%), mux2_2 (2.2%), mux2i_1 (2.1%)"
ff_type: "edfxtp_1"
place.detailed.hpwl_um: 476000
synth-edff-count: 4096
number_of_hold_buffers_added_after_cts: 0
async_flop_share: 0
synthMostInstantiatedCell: "and2_1"
vias_per_cell: 6.73
totalWireLength_um: 826000
fin_area_mm2: 0.211
-- cell families (layout without fill, tap and decap cells) --
kind of cell / count (synthesis) / in the layout / share of synthesized area
AND-OR/OR-AND: 2048 / 2048 / 0.0786
AND/OR/NAND/NOR: 4731 / 4731 / 0.151
buffers and inverters: 1464 / 1649 / 0.0349
flip-flops: 4160 / 4160 / 0.660
other: 0 / 198 / 0
multiplexers: 1035 / 1035 / 0.0758
-- sequential cells by signal (all words and copies together), names as in the netlist --
| name | flops |
|---|---|
| dout_r | 64 |
| ram | 4096 |
-- cell type report --
| cell class | instances | area, um2 |
|---|---|---|
| timing repair buffer | 819 | 6500 |
| fill | 28376 | 165000 |
| inverter | 4 | 51.3 |
| antenna | 198 | 495 |
| sequential | 4160 | 124000 |
| tap | 4994 | 6250 |
| clock buffer | 577 | 11900 |
| clock inverter | 249 | 2290 |
| multi-input combinational | 7814 | 58900 |
-- worst max path at each step --
| stage | start | endpoint | cells past startpoint |
|---|---|---|---|
| after global routing | addr[2] | dout_r[55] | 13 |
| final | addr[2] | dout_r[55] | 13 |
| after CTS | addr[2] | dout_r[55] | 13 |
-- worst max-delay path: stages --
cell       delay, ps
buf_8            300
buf_4            550
buf_4            520
buf_4            640
buf_4            590
buf_4            550
buf_4            620
mux2_2           420
a221oi_1         290
a221oi_1         120
o21ai_0          240
o2111ai_1        370
o221a_2          370
-- report_power, final --
group / switching (mW) / internal, mW
Sequential: 0.0377 / 2.72
Clock: 0.958 / 1.25
Combinational: 0.349 / 0.122
Total: 1.34 / 4.09
-- layer usage --
layer  share of wire  global-route usage
met3            0.22               0.455
met4           0.084               0.313
met1            0.28               0.498
met5          0.0070               0.147
met2            0.41               0.606
-- layout by cell type, fill, tap and decap left out, drive strengths merged, types with 64 or more instances in the layout --
cell type / count
a21oi: 276
a221o: 76
a221oi: 447
a22o: 67
a22oi: 373
and2: 4106
buf: 750
clkbuf: 577
clkdlybuf4s50: 69
clkinv: 197
dfxtp: 64
diode: 198
edfxtp: 4096
mux2: 366
mux2i: 392
mux4: 277
nand2: 185
nor2: 310
o21ai: 285
o22ai: 200

## flow/config.mk

```make
export PLATFORM = sky130hd
export DESIGN_NAME = wallace_mul
export DESIGN_NICKNAME = wallace_mul
export VERILOG_FILES = /design/flow/design.v
export SDC_FILE = /design/flow/constraint.sdc
export NUM_CORES = 4
export LEC_CHECK = 1
export CORE_UTILIZATION = 40
```

## flow/constraint.sdc

```tcl
current_design wallace_mul

set clk_period 58.3
set clk_io_pct 0.2

create_clock -name clk0 -period $clk_period

set non_clock_inputs [all_inputs -no_clocks]
set_input_delay [expr $clk_period * $clk_io_pct] -clock clk0 $non_clock_inputs
set_output_delay [expr $clk_period * $clk_io_pct] -clock clk0 [all_outputs]
```

## flow/design.v

```verilog
`timescale 1ns / 1ps
module booth2_decode #(
	parameter WIDTH = 132
)
(
	input wire [2 : 0] booth2_code,
	input wire [WIDTH - 1 : 0] X,
	output wire cin,
	output wire [WIDTH - 1 : 0] Y
);
	assign Y = ({WIDTH{(booth2_code == 3'b000) | (booth2_code == 3'b111)}} & {WIDTH{1'b0}})
			|  ({WIDTH{(booth2_code == 3'b001) | (booth2_code == 3'b010)}} & X)
			|  ({WIDTH{(booth2_code == 3'b011)}} & X << 1)
			|  ({WIDTH{(booth2_code == 3'b100)}} & ~(X << 1))
			|  ({WIDTH{(booth2_code == 3'b101) | (booth2_code == 3'b110)}} & ~X);
	assign cin = booth2_code[2] & ~(&booth2_code);
endmodule
`timescale 1ns / 1ps
module fadder(
	input wire x,
	input wire y,
	input wire cin,
	output wire s,
	output wire c
);
	assign s = x ^ y ^ cin;
	assign c = x & y | x & cin | y & cin;
endmodule
`timescale 1ns / 1ps
module tran33_2(
	input wire [32 : 0] x,
	input wire [30 : 0] cin,
	output wire [30 : 0] cout,		 
	output wire c,
	output wire s
);
wire [10 : 0] s1;
wire [10 : 0] c1;
genvar i; 
generate
        for(i = 0;i < 11;i = i + 1) begin: level1
			fadder Fadder(.x(x[3 * i]), .y(x[3 * i+1]), .cin(x[3 * i+2]), .s(s1[i]), .c(c1[i]));
        end
endgenerate
wire [6 : 0] s2;
wire [6 : 0] c2;
fadder Fadder2_1(.x(s1[0]), .y(s1[1]), .cin(s1[2]), .s(s2[0]), .c(c2[0]));
fadder Fadder2_2(.x(s1[3]), .y(s1[4]), .cin(s1[5]), .s(s2[1]), .c(c2[1]));
fadder Fadder2_3(.x(s1[6]), .y(s1[7]), .cin(s1[8]), .s(s2[2]), .c(c2[2]));
fadder Fadder2_4(.x(s1[9]), .y(s1[10]), .cin(cin[0]), .s(s2[3]), .c(c2[3]));
fadder Fadder2_5(.x(cin[1]), .y(cin[2]), .cin(cin[3]), .s(s2[4]), .c(c2[4]));
fadder Fadder2_6(.x(cin[4]), .y(cin[5]), .cin(cin[6]), .s(s2[5]), .c(c2[5]));
fadder Fadder2_7(.x(cin[7]), .y(cin[8]), .cin(cin[9]), .s(s2[6]), .c(c2[6]));
wire [4 : 0] s3;
wire [4 : 0] c3;
fadder Fadder3_1(.x(s2[0]), .y(s2[1]), .cin(s2[2]), .s(s3[0]), .c(c3[0]));
fadder Fadder3_2(.x(s2[3]), .y(s2[4]), .cin(s2[5]), .s(s3[1]), .c(c3[1]));
fadder Fadder3_3(.x(s2[6]), .y(cin[10]), .cin(cin[11]), .s(s3[2]), .c(c3[2]));
fadder Fadder3_4(.x(cin[12]), .y(cin[13]), .cin(cin[14]), .s(s3[3]), .c(c3[3]));
fadder Fadder3_5(.x(cin[15]), .y(cin[16]), .cin(cin[17]), .s(s3[4]), .c(c3[4]));
wire [2 : 0] s4;
wire [2 : 0] c4;
fadder Fadder4_1(.x(s3[0]), .y(s3[1]), .cin(s3[2]), .s(s4[0]), .c(c4[0]));
fadder Fadder4_2(.x(s3[3]), .y(s3[4]), .cin(cin[18]), .s(s4[1]), .c(c4[1]));
fadder Fadder4_3(.x(cin[19]), .y(cin[20]), .cin(cin[21]), .s(s4[2]), .c(c4[2]));
wire [1 : 0] s5;
wire [1 : 0] c5;
fadder Fadder5_1(.x(s4[0]), .y(s4[1]), .cin(s4[2]), .s(s5[0]), .c(c5[0]));
fadder Fadder5_2(.x(cin[22]), .y(cin[23]), .cin(cin[24]), .s(s5[1]), .c(c5[1]));
wire [1 : 0] s6;
wire [1 : 0] c6;
fadder Fadder6_1(.x(s5[0]), .y(s5[1]), .cin(cin[25]), .s(s6[0]), .c(c6[0]));
fadder Fadder6_2(.x(cin[26]), .y(cin[27]), .cin(0), .s(s6[1]), .c(c6[1]));
wire s7;
wire c7; 
fadder Fadder7_1(.x(s6[0]), .y(s6[1]), .cin(cin[28]), .s(s7), .c(c7));
fadder Fadder8_1(.x(s7), .y(cin[29]), .cin(cin[30]), .s(s), .c(c));
assign cout = {c7, c6, c5, c4, c3, c2, c1};
endmodule
`timescale 1ns / 1ps
module wallace_mul(
    input wire rs1_sign,
    input wire rs2_sign,
    input wire [63 : 0] rs1_data,
    input wire [63 : 0] rs2_data,
    output wire [127 : 0] mul_result
);
wire [131 : 0] mul_op1 = {{68{rs1_sign & rs1_data[63]}}, rs1_data};		 
wire [2 : 0] booth_code[32 : 0];
assign booth_code[0] = {rs2_data[1 : 0], 1'b0};
assign booth_code[32] = {rs2_sign & rs2_data[63], rs2_sign & rs2_data[63], rs2_data[63]};
genvar i; 
generate
        for(i = 1;i < 32;i = i + 1) begin: booth
			assign booth_code[i] = rs2_data[2 * i + 1 : 2 * i - 1];
        end
endgenerate
reg [32 : 0] c;
reg [131 : 0] p [32 : 0];
generate
        for(i = 0;i < 33;i = i + 1) begin:	booth_decode
			booth2_decode Booth2_decode(.booth2_code(booth_code[i]), .X(mul_op1 << (2 * i)), .cin(c[i]), .Y(p[i]));
        end
endgenerate
wire [32 : 0] inv_p [131 : 0];
generate
        for(i = 0;i < 132;i = i + 1) begin:	switch
			assign inv_p[i] = {p[0][i], p[1][i], p[2][i], p[3][i], p[4][i], p[5][i], p[6][i],
							p[7][i], p[8][i], p[9][i], p[10][i], p[11][i], p[12][i], p[13][i],
							p[14][i], p[15][i], p[16][i], p[17][i], p[18][i], p[19][i], p[20][i],
							p[21][i], p[22][i], p[23][i], p[24][i], p[25][i], p[26][i], p[27][i],
							p[28][i], p[29][i], p[30][i], p[31][i], p[32][i]};
        end
endgenerate
wire [132 : 0] add_op1;	 
wire [131 : 0] add_op2;
wire [131 : 0] add_result;
wire [30 : 0] tran_cout [131 : 0]; 
assign add_op1[0] = c[31];
wire cin = c[32];
tran33_2 Tran33_2_0(.x(inv_p[0]), .cin(c[30 : 0]), .cout(tran_cout[0]), .c(add_op1[1]), .s(add_op2[0]));
generate
        for(i = 1;i < 132;i = i + 1) begin:	Tran
			tran33_2 Tran33_2(.x(inv_p[i]), .cin(tran_cout[i - 1]), .cout(tran_cout[i]), .c(add_op1[i + 1]), .s(add_op2[i]));
        end
endgenerate
assign add_result = add_op1[131 : 0] + add_op2 + cin;
assign mul_result = add_result[127 : 0];
endmodule
```

## flow/run.sh

```bash
#!/bin/bash
# OpenROAD 26Q1-2900-gdf79404cd8, Yosys 0.63+post, stock flow scripts
make -C /OpenROAD-flow-scripts/flow DESIGN_CONFIG=/design/flow/config.mk WORK_HOME=/design/flow/orfs finish
```

==> qor.csv <==
metric,value,unit
status,"complete, no violations",
routability cong.,1.114,
floorplan utilization,40.23,%
post-detail-place hpwl,503400,um
largest net degree at the start of global routing,77,
CP arrival,25.47,ns
Antenna Nets Post-Route,0,
VDD IR max,3.216,mV
yosys stat cell total,15590,
Core Rows,212,
Worst Hold Margin,24.87,ns
Slew Limit Fails,0,
synth top area cells,"fa_1 45%, xor2_1 12%, inv_1 8.7%",
Crit Path Class,in2out,
Sw Share,56.73,%
slew at the pin with the worst max-slew slack,1.231,ns
crit path capture type,output pin,
Yosys cell types,90,
Syn. warnings,69,
DRC,0,
Top-area cell share,45.26,%
All-Layer GR Usage,42.41,%
Flop area,0,um^2
family with the most delay on the worst path,adder cells,
Post-Route WL,673900,um
Hold Crit Class,in2out,
Yosys top cell by area,fa_1,
Cells after Synth,15590,
Startpoint Class,input pin,
Final Instance Area,141200,um^2
first-pass GRT wire length,948900,um
max-cap violations,0,
I/O pin count,258,
height of the die,581.1,um
die width,581.1,um
Detailed Routing Iterations Pass 1,10,
Resized cells post-CTS,0,
register share after synthesis,0,%
Die Area,337600,um^2
via density per instance,6.242,
min Tclk post-route,37.13,ns
Fillers,32950,
"slowest stage delay, CP",1.04,ns
Setup-failing EPs final,0,
ratio of final minimum period to clock period,63.69,%
Required @ worst endpoint,46.64,ns
Core Area,333400,um^2
area figure in the yosys stat output,134100,um^2
hold_buf cts,0,
postcts setup bufs,0,
WL/cell,35.04,um
setup_tns,0,ns
GRT overflow,0,
crit path max fanout,55,
Slew headroom,17.77,%
Most common cell on crit path,inv_1,
antenna violations before repair,86,
Area Overhead vs Synth,5.266,%
share of layout cells above drive strength 1,5.548,%
syn_area_per_cell,8.602,um^2
Buf/Inv on CP,14,
flop count,0,
Iteration-0 DRC Markers,12270,
# clk buffers,0,
Leak,64.60,nW
Placement Cell Area,141000,um^2
Worst path slowest cell,o2111ai_1,
internal power,52.17,mW
number of global-route vias before repair,124200,
tool warning count,36,
Pwr Density,854.0,nW/um^2
fmax,26.93,MHz
Port Buffers,258,
Layout Utilization,42.34,%
RSZ-0062 raised after global routing,false,
Vias,120000,
Final Hold Vio Count,0,
P_sw,68.41,mW
cell area after synthesis,134100,um^2
[path summary, 6_finish.rpt]
path    startpoint               to  slack [ns]  cells after the start
min   rs2_data[63]    mul_result[0]       24.87                      5
max   rs2_data[55]  mul_result[125]       21.17                     36
[tightest hold or removal path: stages]
cell and delay [ns]:
buf_4 0.29, nand2_1 0.34, inv_1 0.17, fa_1 0.24, clkdlybuf4s50_1 0.48
[cells by family after synthesis]
group | synth area share (%)
buffers and inverters | 13.36
adders and majority gates | 47.70
AOI/OAI and AO/OA | 19.34
muxes | 0.4776
other | 0.005599
and+or+nand+nor | 4.968
xor gates and xnor gates | 14.15
[final cells by class]
class,count,area [um^2],share of cell area (%)
Antenna cell,82,205.2,0.1453
Multi-Input combinational cell,10830,117000,82.84
Timing Repair Buffer,829,6879,4.872
Inverter,3104,11650,8.253
Tap cell,4387,5489,3.888
[layout by cell type, fill, tap and decap left out, types with 10 or more instances in the layout]
cell and instances:
nor2_1 863, a221o_1 15, or3_1 12, nand2_2 10
inv_1 3098, and3_1 14, o22ai_1 22, a22oi_1 1123
o31ai_1 27, xor2_4 29, o21a_1 14, o21ai_1 19
xnor2_1 252, a31oi_1 33, ha_1 262, a22o_1 16
mux2i_1 64, or3b_2 22, clkdlybuf4s50_1 160, o221ai_1 120
buf_4 645, fa_1 3028, nand2b_1 14, nand4_1 44
a21oi_1 250, xor2_1 1884, and2_1 81, and3b_2 22
nand3_1 34, a21o_1 76, nor3_1 60, a221oi_1 744
nor2b_1 20, o21bai_1 36, diode_2 82, nand2_1 302
buf_12 21, o21ai_0 1180
[stage by stage]
step	power, mW	setup WS (ns)	instances
final	120.6	21.17	19230
after global routing	131.2	21.05	19200
after CTS	121.7	21.59	19150
after detailed placement	120.5	21.63	19150
after global placement	121.4	21.64	19150
after floorplan	59.19	24.81	15600
[metal layers]
metal / GRT usage [%] / part of all wire, % / up-vias
met5: 4.422 / 0.28 / -
met4: 29.53 / 9.2 / 80
met3: 29.02 / 18 / 2726
met2: 55.33 / 40 / 10100
met1: 49.42 / 33 / 59120
li1: - / - / 48010
[synth_stat cells (all sizes together), types with 15 or more instances]
library cell and instances:
nand4 44, ha 262, a221oi 745, a21oi 256, or3b 23, buf 230
mux2i 64, o221ai 120, xnor2 254, nor2b 22, a31oi 34, inv 3103
nor2 872, o21bai 37, o31ai 33, and3b 22, nand2 312, and2 84
nor3 63, fa 3032, clkbuf 1432, a221o 15, nand3 35, a22o 16
o21ai 1204, xor2 1913, a21o 77, o22ai 22, a22oi 1123
No activity file was given, so power comes from the tool's default toggle rates.
